===== ./run.sh =====
#!/bin/bash
# OpenROAD 26Q1-2900-gdf79404cd8, Yosys 0.63+post, stock flow scripts
make -C /OpenROAD-flow-scripts/flow DESIGN_CONFIG=/design/flow/config.mk WORK_HOME=/design/flow/orfs finish

===== ./config.mk =====
export PLATFORM = sky130hd
export DESIGN_NAME = lab2bcd_1digit_top
export DESIGN_NICKNAME = lab2bcd_1digit_top
export VERILOG_FILES = /design/flow/design.v
export SDC_FILE = /design/flow/constraint.sdc
export NUM_CORES = 4
export LEC_CHECK = 1
export CORE_AREA = 10 10 113 113
export DIE_AREA = 0 0 123 123

===== ./constraint.sdc =====
current_design lab2bcd_1digit_top

set clk_period 3.8
set clk_io_pct 0.2

create_clock -name clk0 -period $clk_period [get_ports {CLK100MHZ}]

set non_clock_inputs [all_inputs -no_clocks]
set_input_delay [expr $clk_period * $clk_io_pct] -clock clk0 $non_clock_inputs
set_output_delay [expr $clk_period * $clk_io_pct] -clock clk0 [all_outputs]

===== ./design.v =====
module lab2bcd_1digit(D, ENABLE, LOAD, UP, CLK, CLR, Q, CO);
	input [3:0] D;
    input ENABLE, LOAD, UP, CLK, CLR;
	output reg [3:0] Q;
    output reg CO;
	always @(posedge CLK)
    begin
        if(~CLR)
        begin
            Q <= 4'd0;
        end
        else if(ENABLE)
        begin
			if (LOAD) 
			begin
				Q <= D;
			end
			else if(UP)
			begin
				case(Q)
					4'd9: Q <= 4'd0;
					default: Q <= Q + 4'd1;
				endcase
			end
			else
			begin
				case(Q)
					4'd0: Q <= 4'd9;
					default: Q <= Q - 4'd1;
				endcase
			end
        end
    end
    always @(*)
    begin    
        if(~CLR)
        begin
            CO = 1'b0;
        end
        else if(ENABLE)
        begin
			if(UP && (Q == 4'd9))	 
				CO = 1'b1;
			else if(!UP && (Q == 4'd0)) 	 
				CO = 1'b1;
			else
				CO = 1'b0;
        end
		else
		begin
			CO = 1'b0;
		end
    end
endmodule
module simpleDivider(clk100Mhz, slowClk, CLR);
    input clk100Mhz;  
    output slowClk;  
	input CLR;
    reg [27:0] counter;
    assign slowClk = counter[27];  
    always @ (posedge clk100Mhz or negedge CLR)
    begin
	    if (~CLR) begin
		    counter <= 0;
		end else begin
            counter <= counter + 1;  
		end
    end
endmodule
module lab2bcd_1digit_top(D, ENABLE, LOAD, UP, CLK100MHZ, CLR, Q, CO);
	input [3:0] D;
    input ENABLE, LOAD, UP, CLK100MHZ, CLR;
	output [3:0] Q;
    output CO;
    wire CLK;
	simpleDivider clkdiv(CLK100MHZ, CLK, CLR);  
    lab2bcd_1digit BCD1(
		.D(D),
		.ENABLE(ENABLE),
		.LOAD(LOAD),
		.UP(UP),
		.CLK(CLK),
		.CLR(CLR),
		.Q(Q),
		.CO(CO)
	);
endmodule

==> impl_metrics.py <==
# Metrics from the implementation run
metrics = {
    "route": {
        "avgViaCountPerCell": 3.61,
        "drt_iter0_drc": 128,
        "top_layer_used": "met4",
        "drt_wl_total_um": 2780,
        "wl_per_cell_um": 9.16,
        "first_pass_iters": 4,
        "antenna_cells": 0,
        "wl_met1_um": 1520,
        "post-route-drc-count": 0,
        "wl_met2_um": 1040,
        "drtAntennaViolNets": 0,
        "dr_total_vias": 1093,
        "met3WireLength_um": 215,
    },
    "pwr": {
        "seqPwrFrac_pct": 58.9,
        "clkPwrFrac_pct": 35.6,
        "p_int_uw": 403,
        "share_comb_of_total_power_pct": 5.5,
        "power.density_nw_per_um2": 261,
        "p_switching_uw": 102,
        "finalPower_uw": 505,
        "vdd_drop_max_mv": 0.134,
        "p_sw_share_pct": 20.2,
        "p_leak_nw": 0.755,
    },
    "clocking": {
        "cts_resized": 0,
        "cts_buffer_depth": 2,
        "cts_made_buffers": 3,
        "cts-root-buf": "clkbuf_8",
        "postCtsSetupBuffers": 0,
        "cts.reportedPaths.clkPinSlew_ps": 90,
        "clk_latency_ps": 270,
        "cts_hold_buf": 0,
        "ctsHtreeMaxLevel": 1,
        "cts_tree": "done",
    },
    "cells_and_area": {
        "area_growth_pct": 21.4,
        "nFillCells": 1120,
        "finalInstanceArea_um2": 1930,
        "drive_gt1_share_pct": 6.59,
    },
    "sta": {
        "tightest_slew_ps": 534,
        "finalWorstSetupSlack_ps": 558,
        "period_minus_slack_ps": 3240,
        "finalCritPeriodShare_pct": 85.3,
        "rsz0062_at_grt": "false",
        "fin_tns_setup_ps": 0,
        "clock.fmax_mhz": 308,
        "finalMaxSlewViolations": 0,
        "clock_skew_ps": 7.66,
        "setup_viol": 0,
        "finalHoldViolations": 0,
        "unclocked_pins": 4,
        "unconstrained_endpoints": 8,
        "relSlewSlack_pct": 64.1,
    },
    "critical_path": {
        "critical_path.max_stage_delay_ps": 510,
        "crit-reg2reg-capture": "clkdiv.counter[16]",
        "end_kind": "primary output",
        "rr_startpoint": "clkdiv.counter[0]",
        "crit_chain": "clkdlybuf4s50_1 -> or2_2 -> nor2_1 -> a21oi_1 -> nor4_1 -> clkdlybuf4s50_1",
        "cp_common_cell": "clkdlybuf4s50_1",
        "crit_arrival_ps": 2480,
        "start_kind": "input port",
        "path_class": "in2out",
        "reg2reg_slack_ps": 2020,
        "crit_fanout": 8,
        "critical-path-slowest-cell": "clkdlybuf4s50_1",
        "reg2reg_depth": 5,
        "required_ps": 3040,
    },
    "synthesis": {
        "synthArstFlopShare_pct": 87.5,
        "top_cells_by_count": "28 x dfrtp_1, 22 x xnor2_1, 17 x nand2_1, 12 x nand3_1, 10 x nor2_1",
        "synth.cell_area_um2": 1590,
        "topCellsByArea": "dfrtp_1 44%, xnor2_1 12%, dfxtp_1 5.0%",
        "ys_warn_count": 2,
        "ff_type": "dfrtp_1",
        "ys_area_um2": 1590,
        "ys_cells": 155,
        "enable_flop_cells": 0,
        "ys_types": 33,
        "top_area_share_pct": 44.0,
        "numSynthFlops": 32,
        "syn_inst": 155,
        "synth.most_common_cell": "dfrtp_1",
        "ys_seq_share_pct": 49.0,
        "largest_area_cell": "dfrtp_1",
        "syn_area_per_cell_um2": 10.3,
    },
    "hold_path": {
        "holdPathEnd": "clkdiv.counter[13]",
        "hold_path.class": "reg2reg",
        "min_from": "clkdiv.counter[13]",
        "holdPathStages": 1,
    },
    "die": {
        "fp_util_pct": 15.4,
        "die_h_um": 123,
        "pin_count": 14,
        "coreArea_um2": 10300,
        "fp-row-count": 37,
        "die_area_um2": 15100,
        "die_w_um": 123,
    },
    "global_routing": {
        "grt_pass1_wl_um": 4880,
        "grt_pass1_vias": 1076,
        "grt_usage_pct": 3.77,
        "grt_max_degree": 33,
        "grt_overflow_total": 0,
        "antenna_found_initial": 0,
    },
    "run": {
        "maxCapViolations": 0,
        "warnings": 25,
    },
    "place": {
        "detailedPlace.worstSlack_ps": 553,
        "placed_cell_area_um2": 1880,
        "hpwlAfterDp_um": 1960,
        "io_buffers": 13,
        "gp_congestion": 0.757,
    },
    "status": {
        "status": "complete, no violations",
    },
}
## worst max-delay path: cells and delay by family
kind / cells / cell delay (ps)
buf+inv: 2 / 1020
simple gates: 3 / 660
compound gates: 1 / 50
## power groups by stage
stage         Combinational (mW)  Sequential [mW]  Clock (mW)
finish                    0.0276            0.298       0.180
CTS                       0.0282            0.298       0.187
global route              0.0319            0.298       0.199
## worst max path at each step
stage | start | end | slack [ps]
finish | UP | CO | 560
CTS | UP | CO | 540
global route | UP | CO | 410
## cells by family after synthesis
group,share of synthesized area (%)
XOR/XNOR,14.8
adder cells (fa/ha/maj),0.785
flip-flops,49.0
multiplexers,0.628
AND/OR/NAND/NOR,25.8
buffers and inverters,2.36
AND-OR/OR-AND,6.52
## layer usage
metal	GRT usage [%]	vias up
li1	-	562
met5	0	-
met4	0.0728	0
met3	1.34	2
met2	5.35	21
met1	5.73	508
## state kept, by name (all words and copies together), names as in the netlist
| register | count |
|---|---|
| BCD1.Q | 4 |
| clkdiv.counter | 28 |
## per-stage QoR
stage | util [%] | std cells | hold WS (ps)
floorplan | - | 155 | 437
global placement | 18.2 | 299 | 450
detailed placement | 18.2 | 299 | 454
CTS | 18.7 | 303 | 471
global route | 18.7 | 303 | 492
finish | 18.7 | 303 | 466
## final cells by class
type / instances / area [um2] / area share (%)
Clock buffer: 4 / 55.1 / 2.85
Inverter: 4 / 15.0 / 0.777
Multi-Input combinational cell: 113 / 774 / 40.1
Sequential cell: 32 / 781 / 40.4
Tap cell: 136 / 170 / 8.80
Timing Repair Buffer: 14 / 138 / 7.12
## cells in the final DEF (no fill, tap or decap), types with 2 or more instances in the layout
cell type	instances
xnor2_1	22
xor2_1	5
dfxtp_1	4
nand2_1	17
clkdlybuf4s50_1	13
nor2_1	10
nand4_1	8
nand3b_1	2
nor4_4	2
and4_1	2
nand4_4	2
clkbuf_8	4
and2_1	4
nor3_1	2
dfrtp_1	28
a21oi_1	4
o21ai_0	4
nand3_1	12
nor4_1	2
inv_1	4
a21boi_0	2
Power figures rest on the tool's default switching activity, not on a simulated workload.
