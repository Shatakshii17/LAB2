File: flow/design.v
module lab2fsm_behavioral(X, CLK, RST, S, V);
    input X, CLK, RST;
    output reg S, V;
    reg [2:0] Q;
	parameter S0 = 3'd0;   
    parameter S1 = 3'd1;  
    parameter S2 = 3'd2;  
    parameter S3 = 3'd3;  
    parameter S4 = 3'd4;  
    parameter S5 = 3'd5; 
    parameter S6 = 3'd6; 
    parameter S7 = 3'd7;   
    always @ (negedge CLK)
    begin      
        if(RST)
        begin
             Q <= S0;
        end
        else
        begin
            case(Q)
                S0: begin   
                    if(X) Q <= S2;   
                    else Q <= S1;    
                end
                S1: begin   
                    if(X) Q <= S4;   
                    else Q <= S3;    
                end
                S2: begin   
                    if(X) Q <= S4;   
                    else Q <= S4;    
                end
                S3: begin   
                    if(X) Q <= S5;   
                    else Q <= S5;    
                end
                S4: begin   
                    if(X) Q <= S6;   
                    else Q <= S5;    
                end
                S5: begin   
                    if(X) Q <= S0;   
                    else Q <= S0;    
                end
                S6: begin   
                    if(X) Q <= S0;   
                    else Q <= S0;    
                end
                default: Q <= S0;   
            endcase
        end
    end
     always @ (*)
    begin      
        case(Q)
            S0: begin S = 1; V = 0; end   
            S1: begin S = 1; V = 0; end   
            S2: begin S = 0; V = 1; end   
            S3: begin S = 0; V = 1; end   
            S4: begin S = 1; V = 0; end   
            S5: begin S = 0; V = 1; end   
            S6: begin S = 1; V = 0; end   
            default: begin S = 0; V = 0; end
        endcase        
    end  
endmodule
File: flow/run.sh
#!/bin/bash
# OpenROAD 26Q1-2900-gdf79404cd8, Yosys 0.63+post, stock flow scripts
make -C /OpenROAD-flow-scripts/flow DESIGN_CONFIG=/design/flow/config.mk WORK_HOME=/design/flow/orfs finish
File: flow/config.mk
export PLATFORM = sky130hd
export DESIGN_NAME = lab2fsm_behavioral
export DESIGN_NICKNAME = lab2fsm_behavioral
export VERILOG_FILES = /design/flow/design.v
export SDC_FILE = /design/flow/constraint.sdc
export NUM_CORES = 4
export LEC_CHECK = 1
export CORE_AREA = 10 10 70 70
export DIE_AREA = 0 0 80 80
File: flow/constraint.sdc
current_design lab2fsm_behavioral

set clk_period 1.9
set clk_io_pct 0.2

create_clock -name clk0 -period $clk_period [get_ports {CLK}]

set non_clock_inputs [all_inputs -no_clocks]
set_input_delay [expr $clk_period * $clk_io_pct] -clock clk0 $non_clock_inputs
set_output_delay [expr $clk_period * $clk_io_pct] -clock clk0 [all_outputs]
==> flow_summary.toml <==
# yosys + openroad results
[floorplan]
io_pins = 5
die-area_sq_um = 6400
coreArea_sq_um = 3416
initial_core_util_pct = 6.520
dieHeight_um = 80
fp.dieW_um = 80
rows = 21

[finish]
area_growth_pct = 78.65
finish.instance_area_sq_um = 397.9
nFillCells = 396
largest_reg_flops = 7
reg_top3 = "Q: 7 flops"
largest_register = "Q"
drive_above_1_share_pct = 35.90

[run_status]
status = "finished, violations left"
violations = "setup timing"

[synthesis]
synth_seq_share_pct = 62.92
synthFlopType = "dfxtp_1"
synth_area_sq_um = 222.7
synth_cell_types = 10
yosys_register_bits = 7
avgSynthCellArea_sq_um = 11.14
netlist.top_cell.by_area = "dfxtp_1"
yosys_area_sq_um = 222.7
ys_async_sr_fraction_pct = 0
synthTopCellsByCount = "7 x dfxtp_1, 2 x a21oi_1, 2 x inv_1, 2 x nor3b_1, 2 x or3_1"
ys_cells = 20
synth_warnings = 1
synth.area.top_cells = "dfxtp_1 63%, nor3b_1 6.7%, or3_1 5.6%"
edf_count = 0
syn_inst = 20
synth_top_area_share_pct = 62.92
top_cell = "dfxtp_1"

[final_timing]
rsz0062_at_grt = "true"
fin_skew_ns = 0.007275
setup_viol = 2
relSlewSlack_pct = 87.53
setup_tns_ns = -1.192
final.setup.worst_slack_ns = -0.6626
finalHoldViolations = 0
slew_violations = 0
worst_pin_slew_ns = 0.1867

[grt]
grt_pass1_vias = 245
overflow = 0
grt_pass1_wl_um = 917
grt_max_degree = 6
grt_use_total_pct = 1.973
antenna_found_initial = 0

[cts]
cts_buffers = 3
cts.path.max_buffers = 2
cts_max_level = 1
clk_pin_slew_ns = 0.03
cts_tree = "done"
clk_latency_ns = 0.31
root_buffer = "clkbuf_4"
clock_sinks = 7

[place]
numPortBuffers = 4
gp_congestion = 0.7700
place_ws_ns = -0.6535
dp_hpwl_um = 438.6
post_dp_cell_area_sq_um = 359.1

[route]
drt_iter0_markers = 13
via_per_inst = 2.565
n_antenna_cell = 0
totalWireLength_um = 606
antenna_left = 0
first_pass_iters = 2
num_vias = 218
drc_errors = 0
wl_per_cell_um = 7.129

[power_and_ir_drop]
power.leakage_nw = 0.1930
pwr_density_cell_nw_per_um2 = 930.2
peakVddDrop_mv = 0.2590

[setup_path]
endpoint_kind = "primary output"
cp_max_fo = 2
path_cells = "or4_1 -> buf_2"
crit_buf_inv = 1
rr_worst_depth = 1
reg2reg_from = "Q[3]"
r2r_end = "Q[0]"
crit_start = "Q[3]"
rrSetupSlack_ns = 1.14
cpPeakStageDelay_ns = 0.50
arrival_ns = 2.18
worst_setup_path_start_kind = "register"
worstSetupPathType = "register to primary output"
path_delay_family = "simple AND/OR/NAND/NOR gates"
crit_slowest_cell = "or4_1"
cp_data_required_time_ns = 1.52

[min_path]
hold_end = "Q[0]"
hold_depth = 1
holdCritStartpoint = "Q[3]"
hold_class = "register to register"

[flow_run]
warnings = 35
drv_cap = 0
-- cell families (layout without fill, tap and decap cells) --
family | Yosys count | after routing | synth area share [%]
and+or+nand+nor | 9 | 9 | 29.21
DFF | 7 | 7 | 62.92
AOI/OAI and AO/OA | 2 | 2 | 4.495
buffers and inverters | 2 | 21 | 3.372
-- cells in the final DEF, fill, tap and decap left out, types with 2 or more instances in the layout --
| cell type | instances |
|---|---|
| a21oi_1 | 2 |
| buf_2 | 2 |
| buf_4 | 5 |
| clkbuf_4 | 3 |
| dfxtp_1 | 4 |
| dfxtp_2 | 3 |
| dlygate4sd2_1 | 2 |
| inv_1 | 9 |
| nor3b_1 | 2 |
| or3_1 | 2 |
-- per-stage QoR --
step                      total power [W]  util (%)  cells  hold slack (ns)
after floorplan                 0.0001908         -     20           0.4020
after global placement          0.0002145     10.51     75           0.4156
after detailed placement        0.0002159     10.51     75           0.4357
after CTS                       0.0003800     11.65     85           0.4431
after global routing            0.0003984     11.65     85           0.4592
final                           0.0003701     11.65     85           0.4425
-- metal layers --
layer / routed length [um] / up-vias / GRT usage [%]
met5: 0 / - / 0
met4: 0 / 0 / 0.8803
met3: 114 / 0 / 3.068
met2: 188 / 9 / 1.685
met1: 303 / 102 / 2.140
li1: - / 107 / -
-- final cells by class --
type / instances / area (sq um) / share of cell area (%)
well taps: 46 / 57.56 / 14.47
clock inverters: 8 / 30.03 / 7.547
clock buffers: 3 / 22.52 / 5.660
inverters: 1 / 3.754 / 0.9434
flip-flops and latches: 7 / 143.9 / 36.16
multi-input cells: 11 / 75.07 / 18.87
repair buffers: 9 / 65.06 / 16.35
-- where the power goes --
part,internal (W),total [W],switching [W]
Combinational,0.0000166,0.0000254,0.00000888
Clock,0.0000947,0.000187,0.0000919
Sequential,0.000155,0.000158,0.00000344
-- how the worst max path moves through the flow --
stage | to | slack, ns | cells after the start
final | S | -0.66 | 2
after CTS | S | -0.68 | 2
after global routing | S | -0.73 | 2
-- timing repair --
action,CTS,global route
pin swaps,2,1
gates resized,10,0
setup endpoints to repair,7,2
hold buffers,0,0
setup buffers,0,0
Power and IR drop assume default switching activity.
