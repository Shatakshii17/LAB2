File: flow/constraint.sdc
current_design lab2bcd_2digit

set clk_period 3.3
set clk_io_pct 0.2

create_clock -name clk0 -period $clk_period [get_ports {CLK}]

set non_clock_inputs [all_inputs -no_clocks]
set_input_delay [expr $clk_period * $clk_io_pct] -clock clk0 $non_clock_inputs
set_output_delay [expr $clk_period * $clk_io_pct] -clock clk0 [all_outputs]
File: flow/design.v
module lab2bcd_1digit(D, ENABLE, LOAD, UP, CLK, CLR, Q, CO);
	input [3:0] D;
    input ENABLE, LOAD, UP, CLK, CLR;
	output reg [3:0] Q;
    output reg CO;
	always @(posedge CLK)
    begin
        if(~CLR)
        begin
            Q <= 4'd0;
        end
        else if(ENABLE)
        begin
			if (LOAD) 
			begin
				Q <= D;
			end
			else if(UP)
			begin
				case(Q)
					4'd9: Q <= 4'd0;
					default: Q <= Q + 4'd1;
				endcase
			end
			else
			begin
				case(Q)
					4'd0: Q <= 4'd9;
					default: Q <= Q - 4'd1;
				endcase
			end
        end
    end
    always @(*)
    begin    
        if(~CLR)
        begin
            CO = 1'b0;
        end
        else if(ENABLE)
        begin
			if(UP && (Q == 4'd9))	 
				CO = 1'b1;
			else if(!UP && (Q == 4'd0)) 	 
				CO = 1'b1;
			else
				CO = 1'b0;
        end
		else
		begin
			CO = 1'b0;
		end
    end
endmodule
module lab2bcd_2digit(D1, D2, ENABLE, LOAD, UP, CLK, CLR, Q1, Q2, CO);
    input [3:0] D1, D2;
    input ENABLE, LOAD, UP, CLK, CLR;
    output [3:0] Q1, Q2;
    output reg CO;
    reg ENABLE_1, ENABLE_2, ENABLE_OVERRIDE, UP_2;
    wire [3:0] q1_w, q2_w;
    wire co1_w, co2_w;
   lab2bcd_1digit U_DIGIT1 (  
        .D(D1),
        .ENABLE(ENABLE_1),
        .LOAD(LOAD),
        .UP(UP),
        .CLK(CLK),
        .CLR(CLR),
        .Q(q1_w),
        .CO(co1_w)
    );
	 lab2bcd_1digit U_DIGIT2 (  
        .D(D2),
        .ENABLE(ENABLE_2),
        .LOAD(LOAD),
        .UP(UP_2),
        .CLK(CLK),
        .CLR(CLR),
        .Q(q2_w),
        .CO(co2_w)
    );
    assign Q1 = q1_w;
    assign Q2 = q2_w;
    always @(*)
    begin
        if(((Q2 == 4'd0 & Q1 == 4'd0) & UP == 1'd0) || 
		((Q2 == 4'd9 && Q1 == 4'd9) && (UP == 1'd1))) begin
            ENABLE_OVERRIDE = 1'd0;
            CO = 1'd1;
        end		
		else begin
			ENABLE_OVERRIDE = 1'd1;
            CO = 1'd0;
		end
	ENABLE_1 = (ENABLE & ENABLE_OVERRIDE) | (ENABLE & LOAD);  
	ENABLE_2 = (( (UP && (Q1 == 4'd9)) || (!UP && (Q1 == 4'd0)) ) & ENABLE_OVERRIDE)
    | (ENABLE & LOAD);  
	UP_2 = (UP && 1'b1);  
    end
endmodule
File: flow/run.sh
#!/bin/bash
# OpenROAD 26Q1-2900-gdf79404cd8, Yosys 0.63+post, stock flow scripts
make -C /OpenROAD-flow-scripts/flow DESIGN_CONFIG=/design/flow/config.mk WORK_HOME=/design/flow/orfs finish
File: flow/config.mk
export PLATFORM = sky130hd
export DESIGN_NAME = lab2bcd_2digit
export DESIGN_NICKNAME = lab2bcd_2digit
export VERILOG_FILES = /design/flow/design.v
export SDC_FILE = /design/flow/constraint.sdc
export NUM_CORES = 4
export LEC_CHECK = 1
export CORE_AREA = 10 10 70 70
export DIE_AREA = 0 0 80 80
==> CHANGELOG.md <==
## Implementation

* Top cells, area: dfxtp_1, nand2_1, a21oi_1
* Fin crit period at a little under 3 ns
* Static Leak at between 0.3 and 0.4 nW
* Die area at 6400 um^2
* Worst Setup Start Kind: primary input
* CP Data Arrival Time at 2.22 ns
* Setup TNS at 0 ns
* Setup Skew at ~0.0046 ns
* Yosys cell count at approximately 100
* Vias in the first global route at ~800
* Final non-filler cell total at 170
* Post-DP HPWL at 1.73 mm
* Hold Vio Cnt, Final at 0
* First-pass GRT wire length at 3.68 mm
* Initial DRC Count at approximately 53
* Vias at between 800 and 900
* Critical path class: in2out
* CP max stage cell: or4_4
* Crit-path max cell delay at between 0.4 and 0.5 ns
* Top delay family on crit path: simple AND/OR/NAND/NOR gates
* Post-synth design cell area at 694 um^2
* Worst slew margin at approximately 58%
* Log Warnings at 25
* Buffers plus inverters on the worst setup path at 2
* WL final at 2.20 mm
* Clock Pin Slew Worst Setup and Hold Paths at around 0.06 ns
* Slew Limit Fails at 0
* Clock sink total at 8
* Gr usage total at under 10%
* Routed length per instance at 12.9 um
* R2r setup slk at between 0.9 and 1 ns
* Max Buffers Root-to-Sink at 2
* GPL Wtd Cong at ~0.8
* # IOs at 22
* Die H at 80 um
* Antenna-violating nets left at 0
* Largest net degree at the start of global routing at 16
* Peak Freq at 347 MHz
* Cells after DPL at between 150 and 200
* H-tree Lvls at 1
* Worst Setup End Kind: primary output
* Yosys chip area at 694 um^2
* Area delta synth->final at 47.6%
* Hold Crit Class: reg2reg
* Die width at around 80 um
* CTS Root Cell: clkbuf_4
* CTS Buf Count at 3
* Syn Inst Count at about 100
* Area leader share at between 20% and 30%
* Final setup violation count at 0
* Top_reg_cell synth: dfxtp_1
* Initial antenna violation count at 0
* Worst slew pin tran at 0.628 ns
* Register share after synthesis at 23.1%
* Grt ovf at 0
* Worst Path Max Fanout at 3
* Avg Cell Area, Syn at approximately 7 um^2
* Seq cells post-synth at 8
* Cell Type Count at 36
* Core area at ~3400 um^2
* Antenna diodes at 0
* Proportion of layout cells with a drive suffix above 1 at ~14%
* Insertion delay at the late pin of the worst-skew pair at 0.25 ns
* Rows at 21
* Pre-Repair DR Iteration Count at 4
* CTS tree: yes
* CP required at roughly 2.6 ns
* Buffers on Ports at 21
* Ys Warns at 2
* Max-Cap Viols at 0
* CP cell instances: clkdlybuf4s50_1 > or4_4 > or4_4 > a21boi_2 > dlymetal6s2s_1
* Vias/cell at 5.04
* Tcrit/Tclk final at between 80% and 90%
* FP Core Util at 20.3%
* Unrepaired setup endpoints after global routing: no
* Async SR Flop Fraction at 0%
* Status: completed
* DR DRC count at 0
* Peak VDD IR at 0.208 mV
* Number of enable flip-flop cells at 0
* PwrDens at between 300 and 400 nW/um^2
* Cell type with the largest total area: dfxtp_1
* Most used cell, CP: or4_4
## per-layer routing
metal	vias to the layer above	global-route usage [%]	part of all wire [%]
met3	2	2.05	7.9
met1	394	8.92	43
met5	-	0	0
met4	0	0.880	0.64
met2	36	11.1	48
li1	425	-	-
## cells by family (layout without fill, tap and decap cells)
logic type,count (synthesis),in the layout,share of synthesized area (%)
AOI/OAI and AO/OA,36,36,36.0
DFF,8,8,23.1
buffers and inverters,13,38,7.03
and+or+nand+nor,38,38,28.8
xor gates and xnor gates,4,4,5.05
## cells in the mapped netlist (all sizes together) (2+ instances only)
master and count:
a21oi 8, a21boi 2, a311oi 2, nand2 12
o22ai 2, o31a 2, o21ai 6, xor2 3
nor2 4, clkbuf 7, a221oi 2, a211oi 2
inv 6, nor3 7, nand3 4, and3 2
or4 3, dfxtp 8
## cell usage in the layout, fill, tap and decap left out, types with 4 or more instances in the layout
cell	n
a21oi_1	8
nand3_1	4
o21ai_0	6
nor3_1	7
inv_1	6
clkdlybuf4s50_1	20
nor2_1	4
dfxtp_1	8
nand2_1	12
buf_4	8
## repair_timing
item | CTS | global route
hold buffers | 0 | 0
pin swaps | 0 | 1
setup endpoints to repair | 1 | 1
resized | 2 | 1
setup buffers | 0 | 0
endpoints found under the hold margin | 0 | 0
## stage by stage
| step | hold slack [ns] | worst slack (ns) | utilization [%] | total power [mW] | area, um^2 |
|---|---|---|---|---|---|
| after global routing | 0.644 | 0.340 | 30.0 | 0.375 | 1020 |
| after floorplan | 0.522 | 0.874 | - | 0.205 | 694 |
| after global placement | 0.589 | -0.0879 | 29.2 | 0.273 | 996 |
| final | 0.594 | 0.416 | 30.0 | 0.347 | 1020 |
| after detailed placement | 0.592 | -0.113 | 29.2 | 0.274 | 996 |
| after CTS | 0.599 | 0.00873 | 29.9 | 0.352 | 1020 |
## final cells by class
cell class,count,area (um^2)
clock buffer,3,22.5
fill,379,2390
inverter,6,22.5
multi-input combinational,78,489
sequential,8,160
tap,46,57.6
timing repair buffer,29,273
## power by group
| group | total [mW] | switching (mW) | internal, mW |
|---|---|---|---|
| sequential | 0.129 | 0.0215 | 0.108 |
| clock | 0.0752 | 0.0336 | 0.0416 |
| combinational | 0.143 | 0.0607 | 0.0821 |
| total | 0.347 | 0.116 | 0.231 |
## path summary, 6_finish.rpt
kind,start,endpoint,depth (start not counted)
setup / recovery,UP,CO,5
hold / removal,U_DIGIT2.Q[3],U_DIGIT2.Q[3],2
setup reg to reg,U_DIGIT1.Q[2],U_DIGIT1.Q[3],5
hold reg to reg,U_DIGIT2.Q[3],U_DIGIT2.Q[3],2
## sequential cells by signal, summed over array words and instances (netlist names)
signal,cells
U_DIGIT2.Q,4
U_DIGIT1.Q,4
## worst min-delay path, delay by kind of cell (launching register included)
| kind | cells | cell delay [ns] |
|---|---|---|
| flip-flops | 1 | 0.38 |
| AND-OR/OR-AND | 1 | 0.07 |
| buffers and inverters | 1 | 0.09 |
Power figures rest on the tool's default switching activity, not on a simulated workload.
